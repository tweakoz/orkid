[design/flow/run.sh]
#!/bin/bash
# OpenROAD 26Q1-2900-gdf79404cd8, Yosys 0.63+post, stock flow scripts
make -C /OpenROAD-flow-scripts/flow DESIGN_CONFIG=/design/flow/config.mk WORK_HOME=/design/flow/orfs finish
[design/flow/config.mk]
export PLATFORM = sky130hd
export DESIGN_NAME = rgb_to_ycbcr_444
export DESIGN_NICKNAME = rgb_to_ycbcr_444
export VERILOG_FILES = /design/flow/design.v
export SDC_FILE = /design/flow/constraint.sdc
export NUM_CORES = 4
export LEC_CHECK = 1
export CORE_UTILIZATION = 50
[design/flow/constraint.sdc]
current_design rgb_to_ycbcr_444

set clk_period 5.9
set clk_io_pct 0.2

create_clock -name clk0 -period $clk_period [get_ports {in_clock}]

set non_clock_inputs [all_inputs -no_clocks]
set_input_delay [expr $clk_period * $clk_io_pct] -clock clk0 $non_clock_inputs
set_output_delay [expr $clk_period * $clk_io_pct] -clock clk0 [all_outputs]
[design/flow/design.v]
module rgb_to_ycbcr_444(
  input wire in_reset,
  input wire in_clock,
  input wire [7:0] in_r,
  input wire [7:0] in_g,
  input wire [7:0] in_b,
  output reg [7:0] out_y,
  output reg [7:0] out_cb,
  output reg [7:0] out_cr,
  );
  always @(posedge in_clock)begin
    if(in_reset) begin
      out_y <= 0;
      out_cb <= 0;
      out_cr <= 0;
    end
    else begin
      out_y <= 16+(((in_r<<6)+(in_r<<1)+(in_g<<7)+in_g+(in_b<<4)+(in_b<<3)+in_b)>>8);
      out_cb <= 128 + ((-((in_r<<5)+(in_r<<2)+(in_r<<1))-((in_g<<6)+(in_g<<3)+(in_g<<1))+(in_b<<7)-(in_b<<4))>>8);
      out_cr <= 128 + (((in_r<<7)-(in_r<<4)-((in_g<<6)+(in_g<<5)-(in_g<<1))-((in_b<<4)+(in_b<<1)))>>8);
    end
  end
endmodule
==> impl_metrics.yaml <==
# generated from flow reports
status:
  run_status: "completed"
floorplanning:
  floorplan.core_util: 0.520
  design.core.area_um2: 10500
  io_pins: 50
  row_count: 37
  fp.dieW_um: 106
  floorplan.die.height_um: 106
  design.die.area_um2: 11300
sta:
  timing_max_transition_violations_final: 0
  fin_crit_sh: 0.961
  measured_slew_at_the_worst_slew_check_pin_ns: 0.442
  finalWorstSetupSlack_ns: 0.231
  rsz0062_at_grt: "false"
  final-hold-violation-count: 0
  period_needed_ns: 5.67
  setup_viol: 0
  timing.fmax_mhz: 176
  headroom_to_the_max_slew_limit: 0.704
logic_synthesis:
  flop_cell: "dfxtp_1"
  ys_cells: 576
  synthDominantCellAreaShare: 0.342
  syn_inst: 576
  chip_area_line_of_the_yosys_report_um2: 5450
  yosysWarnings: 1
  synth_async_sr_flop_share: 0
  synth.ff_latch_count: 24
  enable_flop_cells: 0
  synth_cell_types: 49
  post_synth.cell_area_avg_um2: 9.45
  top_area_cell: "fa_1"
  seq_area_frac_synth: 0.0882
  post_synth_main_area_contributors: "fa_1, ha_1, inv_1, dfxtp_1, nor2_1"
  synthesis.area_um2: 5450
pwr:
  switching_share: 0.449
  total_power_uw: 2800
  ir_worst_vdd_mv: 0.305
  combPwrFrac: 0.849
  powerDensity_nw_per_um2: 415
  seq_power_share: 0.092
  p_sw_uw: 1250
  intPower_uw: 1540
  power.clock.fraction: 0.059
  power.leakage_uw: 0.00353
global_route:
  globalRoute.totalOverflow: 0
  grt_first_pass_wirelength_um: 20400
  grt_usage: 0.251
  grt_start_max_net_pins: 33
  grt_pass1_vias: 4296
  number_of_antenna_violations_at_the_first_check_in_global_routing: 0
critical_path:
  critical_path.max_fanout: 2
  critical_path_arrival_ns: 5.87
  worstPathRequired_ns: 6.10
  worstSetupEndpointType: "flop"
  crit_path_start_kind: "input port"
  setup.worst_path.class: "input port to flop"
cells_and_area:
  final_cell_mix: "inv_1, ha_1, fa_1"
  layout_top_cell_excl_fill_tap: "inv_1"
  drive_gt1_frac: 0.133
  num-fill-cells: 923
  layout-area-overhead-vs-synth_pct: 23.8
clock_tree:
  cts.path.max_buffers: 2
  cts_inserted_buffers: 3
  clkTransAtPathRegs_ns: 0.12
  htreeDepth: 1
  clock-root-buffer: "clkbuf_8"
  cts_tree: "yes"
  clkSinkCount: 24
hold_path:
  holdCritPathClass: "input port to flop"
placed_design:
  detailedPlace.worstSlack_ns: -0.181
  hpwlAfterDp_um: 10700
  buffer_ports.inserted: 49
  routabilityCongestion: 0.930
job:
  warning_count: 31
  max-cap-violations: 0
routing:
  antenna_cells: 0
  detail_route.vias_per_cell: 4.93
  postRouteWirelength_um: 12100
  detailroute.via_count: 4128
  drt-wirelength-per-cell_um: 14.5
  first_pass_iters: 4
  detail-route-antenna-nets: 0
  drt_drc_violations_left: 0
  drt-initial-drc-count: 114
==> through the flow <==
stage	instance area (um^2)	utilization	TNS (ns)	hold slack [ns]	std cells
3_5_place_dp	6660	0.636	-0.625	1.84	833
6_report	6740	0.644	0	1.71	837
2_1_floorplan	5450	-	0	1.38	576
5_1_grt	6740	0.644	0	1.73	837
4_1_cts	6730	0.643	0	1.71	837
3_3_place_gp	6660	0.636	-0.450	1.84	833
==> path summary, 6_finish.rpt <==
path	start	endpoint	slack, ns	cells after the start
max	in_b[0]	out_cr[4]	0.23	18
min	in_reset	out_cr[1]	1.71	3
==> cells in the mapped netlist, types with 5 or more instances <==
library cell	n
nor2b_1	5
o21ai_0	12
nand3_1	5
nor2_1	31
o21bai_1	7
fa_1	93
nand2_1	11
nor3_1	6
ha_1	102
xnor2_1	10
a21oi_1	20
dfxtp_1	24
inv_1	171
xor2_1	10
o21a_1	9
==> cells by family after synthesis <==
| kind of cell | Yosys count | share of synthesized area |
|---|---|---|
| AOI/OAI and AO/OA | 81 | 0.104 |
| muxes | 4 | 0.00873 |
| and+or+nand+nor | 78 | 0.0705 |
| DFF | 24 | 0.0882 |
| buffers and inverters | 174 | 0.120 |
| adders and majority gates | 195 | 0.576 |
| xor gates and xnor gates | 20 | 0.0322 |
==> flip-flops by register name, summed over array words and instances, names as in the netlist <==
name,cells
out_cb,8
out_cr,8
out_y,8
==> metal layers <==
metal,vias to the layer above,track usage,share of wire
met4,0,0.0188,0.0085
met3,4,0.0876,0.085
met1,1973,0.361,0.44
li1,2065,-,-
met5,-,0,0
met2,86,0.400,0.47
==> critical path, stage by stage <==
cell	delay [ns]
clkdlybuf4s50_1	0.46
ha_2	0.23
fa_1	0.40
a21oi_1	0.16
nor2_1	0.06
nor2_2	0.13
xnor2_1	0.15
fa_1	0.45
fa_1	0.48
fa_1	0.54
inv_1	0.04
ha_1	0.20
nor2_2	0.10
and2_0	0.16
or3b_4	0.41
a311oi_4	0.31
o31ai_2	0.11
mux2_4	0.29
==> power groups by stage <==
stage	Combinational, uW	Clock [uW]	Sequential, uW
CTS	2390	171	258
global route	2710	177	264
finish	2370	164	256
==> layout make-up <==
type	instances	area (um^2)	area share
Inverter	171	642	0.0952
Sequential cell	24	480	0.0713
Timing Repair Buffer	124	1060	0.157
Clock buffer	3	41.3	0.00613
Tap cell	136	170	0.0253
Clock inverter	1	30.0	0.00446
Multi-Input combinational cell	378	4320	0.641
==> repair_timing <==
action                                  in CTS  in global routing
endpoints found under the setup margin       0                  5
resized                                      0                  4
hold buffers                                 0                  0
setup buffers                                0                  0
Power is estimated from default activity; no workload was simulated.
